`run.sh`:
```
#!/bin/bash
# OpenROAD 26Q1-2900-gdf79404cd8, Yosys 0.63+post, stock flow scripts
make -C /OpenROAD-flow-scripts/flow DESIGN_CONFIG=/design/flow/config.mk WORK_HOME=/design/flow/orfs finish
```
`config.mk`:
```
export PLATFORM = sky130hd
export DESIGN_NAME = IMAGE_PROCESSOR
export DESIGN_NICKNAME = IMAGE_PROCESSOR
export VERILOG_FILES = /design/flow/design.v
export SDC_FILE = /design/flow/constraint.sdc
export NUM_CORES = 4
export LEC_CHECK = 1
export CORE_UTILIZATION = 30
```
`constraint.sdc`:
```
current_design IMAGE_PROCESSOR

set clk_period 7.4
set clk_io_pct 0.2

create_clock -name clk0 -period $clk_period [get_ports {CLK}]

set non_clock_inputs [all_inputs -no_clocks]
set_input_delay [expr $clk_period * $clk_io_pct] -clock clk0 $non_clock_inputs
set_output_delay [expr $clk_period * $clk_io_pct] -clock clk0 [all_outputs]
```
`design.v`:
```
module IMAGE_PROCESSOR (
	PIXEL_IN,
	CLK,
	VGA_PIXEL_X,
	VGA_PIXEL_Y,
	VGA_VSYNC_NEG,
	RESULT
);
input	[7:0]	PIXEL_IN;
input 		CLK;
input [9:0] VGA_PIXEL_X;
input [9:0] VGA_PIXEL_Y;
input			VGA_VSYNC_NEG;
output reg [8:0] RESULT;
wire is_white, is_red, is_blue;
assign is_white = PIXEL_IN[7] && PIXEL_IN[4] && PIXEL_IN[1];
assign is_red = !is_white && PIXEL_IN[7];
assign is_blue = !is_white && (PIXEL_IN[1] | PIXEL_IN[0]);
reg [13:0] red_count [2:0];
reg [13:0] blue_count [2:0];
wire section;
assign section = VGA_PIXEL_Y < 60 ? 1 : 2;
wire is_treasure, treasure_color;
wire [13:0] diff_mid, abs_diff_mid;
reg [1:0] treasure_shape;
assign diff_mid = red_count[1] - blue_count[1];
assign abs_diff_mid = diff_mid[13] ? -diff_mid : diff_mid;
assign is_treasure = abs_diff_mid > 1000;
assign treasure_color = diff_mid[13];  
always @(posedge CLK) begin
	if (VGA_VSYNC_NEG) begin
		if (VGA_PIXEL_X == 0 && VGA_PIXEL_Y == 0) begin
			if (is_treasure) begin
				if (treasure_color) begin
					if (blue_count[0] + 250 < blue_count[1] && blue_count[1] + 250 < blue_count[2])
						treasure_shape = 2;  
					else if (blue_count[0] + 250 < blue_count[1] && blue_count[2] + 250 < blue_count[1])
						treasure_shape = 3;  
					else
						treasure_shape = 1;  
				end
				else begin
					if (red_count[0] + 250 < red_count[1] && red_count[1] + 250 < red_count[2])
						treasure_shape = 2;  
					else if (red_count[0] + 250 < red_count[1] && red_count[2] + 250 < red_count[1])
						treasure_shape = 3;  
					else
						treasure_shape = 1;  
				end
				RESULT[0] = treasure_color;
				RESULT[2:1] = treasure_shape;
			end else
				RESULT = 0;
			red_count[0] = 0;
			red_count[1] = 0;
			red_count[2] = 0;
			blue_count[0] = 0;
			blue_count[1] = 0;
			blue_count[2] = 0;
		end
		if (VGA_PIXEL_Y > 36 && VGA_PIXEL_Y < 108 && VGA_PIXEL_X < 176) begin 
			if (is_red)
				red_count[section] = red_count[section] + 1;
			else if (is_blue)
				blue_count[section] = blue_count[section] + 1;
		end
	end
end
endmodule
```
==> flow_summary.toml <==
# physical design summary
[run_status]
outcome = "finished, final reports clean"

[routing]
drt-pass1-iter-count = 5
drc_errors = 0
wl_per_cell_um = 14.0
vias = 5005
ant_nets = 0
drt_iter0_markers = 391
via_per_inst = 5.04
wl_mm = 13.9
antenna_cells_inserted = 0

[placed_design]
dpl.hpwl_mm = 10.2
routabilityCongestion = 0.859
port_buffers = 28
dp_slack_ns = 2.27
place_area_um2 = 6340

[final_layout]
drive_above_1_share_pct = 5.46
fin_area_um2 = 6600
syn_to_final_growth_pct = 12.5
fin_util_pct = 34.8

[sta]
slew_headroom_pct = 50.9
slew_violations = 0
fin_skew_ns = 0.00344
period_used_pct = 64.9
setup_viol = 0
min_period_ns = 4.80
rsz0062_at_grt = "no"
finalSetupTns_ns = 0
tightest_slew_ns = 0.732
hold_viol = 0
fmax_ghz = 0.208
setup_ws_ns = 2.60
hold_ws_ns = 0.592

[die]
die_w_um = 142
fp_util_pct = 31.0
num_rows = 50
dieArea_um2 = 20100
pin_count = 39
die_h_um = 142
core_area_um2 = 19000

[logic_synthesis]
common_cells = "nand2_1 (106), edfxtp_1 (59), nand3_1 (56), nor2_1 (53), a21oi_1 (48)"
yosys-top-cells-area = "edfxtp_1 (30%), ha_1 (9.4%), nand2_1 (6.8%)"
top_area_share_pct = 30.2
edf_count = 59
synthFlopType = "edfxtp_1"
postSynthAreaPerCell_um2 = 8.22
synth-area-yosys_um2 = 5870
syn_area_um2 = 5870
synth_flop_count = 59
yosysTopAreaCell = "edfxtp_1"
ys_seq_share_pct = 30.2
syn_inst = 714
synth_warnings = 3
top_cell = "nand2_1"
ys_cells = 714
synth-async-reset-ratio_pct = 0
ys_types = 76

[power]
switching_power_mw = 0.316
leakagePower_nw = 2.50
seqPwrFrac_pct = 40.0
p_clk_share_pct = 35.5
p_int_mw = 0.725
pwr-share-comb_pct = 24.5
ir_drop_mv = 0.120
powerDensity_nw_per_um2 = 158
swShare_pct = 30.3

[clock_network]
clk_pin_slew_ns = 0.05
cts-root-buf = "clkbuf_16"
cts_tree = "yes"
numCtsBuffers = 9
cts_sinks = 59
clkLatencyLatePin_ns = 0.34
cts_resized = 0
h-tree-depth = 3
post-cts-setup-buffer-count = 0
cts_max_path_buffers = 2
holdBufCountCts = 0

[worst_setup_path]
crit_type = "primary input to flop"
cp-end-kind = "flop"
cp.required_ns = 7.47
rr_worst_depth = 11
cp_max_fo = 27
start_kind = "primary input"
rr_startpoint = "blue_count[1][0]$_DFFE_PP_"
r2r_end = "RESULT[0]$_SDFFCE_PP0P_"
cp.arrival_ns = 4.88
r2r_slack_ns = 3.73

[global_route]
overflow = 0
track_usage_pct = 14.9
first_global_vias = 4790
grt_max_degree = 47
antenna_found_initial = 0
grt_first_pass_wirelength_mm = 23.5

[min_path]
hp-start = "blue_count[1][11]$_DFFE_PP_"
hp-class = "flop to flop"
worstHoldPathCells = 2
whs_endpoint = "blue_count[1][11]$_DFFE_PP_"

[job]
maxCapViolCount = 0
warning_count = 29
state kept, by name, indices dropped and copies added (netlist names):
name,flops
RESULT,3
red_count,28
blue_count,28
cell usage in the layout, fill, tap and decap left out, drive strengths merged, types with 7 or more instances in the layout:
cell	instances
nand3	57
nor4	7
o31ai	7
a21o	10
clkdlybuf4s50	27
ha	44
inv	34
o21ai	38
a21oi	50
nand2	107
and3	10
nor2	56
clkbuf	12
xnor2	44
or3	8
nand2b	10
nor3	21
a211oi	7
edfxtp	59
nand4	10
xor2	29
critical path, stage by stage:
cell,delay (ns)
clkdlybuf4s50_1,0.53
a41o_1,0.24
or2_2,0.46
buf_4,0.40
nand2_1,0.09
a21oi_1,0.15
ha_1,0.22
and3_1,0.25
nand2b_1,0.11
nor4_2,0.44
nand3_1,0.15
xnor2_1,0.25
o31ai_1,0.10
cells by family (layout without fill, tap and decap cells):
group / count (synthesis) / in the layout / synth area share (%)
muxes: 2 / 2 / 0.341
adders and majority gates: 45 / 45 / 9.72
DFF: 59 / 59 / 30.2
buffers and inverters: 69 / 83 / 5.39
xor gates and xnor gates: 73 / 73 / 10.9
other: 1 / 6 / 0.0639
and+or+nand+nor: 312 / 312 / 26.4
AOI/OAI and AO/OA: 153 / 153 / 17.0
power groups by stage:
stage	clock network, mW	registers [mW]	logic (mW)
finish	0.370	0.416	0.255
global route	0.390	0.419	0.291
CTS	0.378	0.416	0.256
worst max-delay path by stage:
stage              start                           to
4_1_cts   VGA_PIXEL_Y[5]  blue_count[1][10]$_DFFE_PP_
5_1_grt   VGA_PIXEL_Y[5]  blue_count[1][12]$_DFFE_PP_
6_report  VGA_PIXEL_Y[5]  blue_count[1][10]$_DFFE_PP_
final cells by class:
cell class                 count  area (µm²)
fill                        1946       12400
multi-input combinational    591        3810
sequential                    59        1770
tap                          260         325
timing repair buffer          33         313
clock buffer                  12         236
inverter                      34         128
clock inverter                 4        17.5
through the flow:
stage / instances / power (mW)
6_report: 993 / 1.04
5_1_grt: 993 / 1.10
4_1_cts: 993 / 1.05
3_5_place_dp: 977 / 0.676
3_3_place_gp: 977 / 0.673
2_1_floorplan: 719 / 0.608
metal layers:
metal	wire length (µm)	vias to the layer above	global-route usage [%]
met4	221	0	2.04
met5	0	-	0
met2	5860	118	22.4
li1	-	2600	-
met3	759	14	3.06
met1	7020	2273	23.0
Power figures rest on the tool's default switching activity, not on a simulated workload.
